$ cat ./run.sh
#!/bin/bash
# OpenROAD 26Q1-2900-gdf79404cd8, Yosys 0.63+post, stock flow scripts
make -C /OpenROAD-flow-scripts/flow DESIGN_CONFIG=/design/flow/config.mk WORK_HOME=/design/flow/orfs finish
$ cat ./config.mk
export PLATFORM = sky130hd
export DESIGN_NAME = try
export DESIGN_NICKNAME = try
export VERILOG_FILES = /design/flow/design.v
export SDC_FILE = /design/flow/constraint.sdc
export NUM_CORES = 4
export LEC_CHECK = 1
export CORE_AREA = 10 10 101 101
export DIE_AREA = 0 0 111 111
$ cat ./constraint.sdc
current_design try

set clk_period 4.2
set clk_io_pct 0.2

create_clock -name clk0 -period $clk_period [get_ports {clock}]

set non_clock_inputs [all_inputs -no_clocks]
set_input_delay [expr $clk_period * $clk_io_pct] -clock clk0 $non_clock_inputs
set_output_delay [expr $clk_period * $clk_io_pct] -clock clk0 [all_outputs]
$ cat ./design.v
module part3
	(
		CLOCK_50,						 
        KEY,
        SW,
		VGA_CLK,   						 
		VGA_HS,							 
		VGA_VS,							 
		VGA_BLANK_N,						 
		VGA_SYNC_N,						 
		VGA_R,   						 
		VGA_G,	 						 
		VGA_B   						 
	);
	input			CLOCK_50;				 
	input   [9:0]   SW;
	input   [3:0]   KEY;
	output			VGA_CLK;   				 
	output			VGA_HS;					 
	output			VGA_VS;					 
	output			VGA_BLANK_N;				 
	output			VGA_SYNC_N;				 
	output	[9:0]	VGA_R;   				 
	output	[9:0]	VGA_G;	 				 
	output	[9:0]	VGA_B;   				 
	wire resetn;
	assign resetn = KEY[0];
	wire [2:0] colour;
	wire [7:0] x;
	wire [7:0] y;
	wire writeEn;
	wire enable,ld_c;
	vga_adapter VGA(
			.resetn(resetn),
			.clock(CLOCK_50),
			.colour(colour),
			.x(x),
			.y(y),
			.plot(writeEn),
			.VGA_R(VGA_R),
			.VGA_G(VGA_G),
			.VGA_B(VGA_B),
			.VGA_HS(VGA_HS),
			.VGA_VS(VGA_VS),
			.VGA_BLANK(VGA_BLANK_N),
			.VGA_SYNC(VGA_SYNC_N),
			.VGA_CLK(VGA_CLK));
		defparam VGA.RESOLUTION = "160x120";
		defparam VGA.MONOCHROME = "FALSE";
		defparam VGA.BITS_PER_COLOUR_CHANNEL = 1;
		defparam VGA.BACKGROUND_IMAGE = "black.mif";
      datapath d0(enable,CLOCK_50,ld_c,SW[9:7],KEY[0],x,y,colour);
	   control c0(CLOCK_50,KEY[0],~KEY[1],enable,ld_c,writeEn);
endmodule
module counter(clock,reset_n,enable,q);
	input clock,reset_n,enable;
	output reg [1:0] q;
	always @(posedge clock)
	begin
		if(reset_n == 1'b0)
			q <= 2'b00;
		else if(enable == 1'b1)
		begin
		  if(q == 2'b11)
			  q <= 2'b00;
		  else
			  q <= q + 1'b1;
		end
   end
endmodule
module rate_counter(clock,reset_n,enable,q);
		input clock;
		input reset_n;
		input enable;
		output reg [1:0] q;
		always @(posedge clock)
		begin
			if(reset_n == 1'b0)
				q <= 2'b11;
			else if(enable ==1'b1)
			begin
			   if ( q == 2'b00 )
					q <= 2'b11;
				else
					q <= q - 1'b1;
			end
		end
endmodule	
module delay_counter(clock,reset_n,enable,q);
		input clock;
		input reset_n;
		input enable;
		output reg [19:0] q;
		always @(posedge clock)
		begin
			if(reset_n == 1'b0)
				q <= 20'b11001110111001100001;
			else if(enable ==1'b1)
			begin
			   if ( q == 20'd0 )
					q <= 20'b11001110111001100001;
				else
					q <= q - 1'b1;
			end
		end
endmodule
module frame_counter(clock,reset_n,enable,q);
	input clock,reset_n,enable;
	output reg [3:0] q;
	always @(posedge clock)
	begin
		if(reset_n == 1'b0)
			q <= 4'b0000;
		else if(enable == 1'b1)
		begin
		  if(q == 4'b1111)
			  q <= 4'b0000;
		  else
			  q <= q + 1'b1;
		end
   end
endmodule
module frame_counter1(clock,reset_n,enable,q);
	input clock,reset_n,enable;
	output reg [4:0] q;
	always @(posedge clock)
	begin
		if(reset_n == 1'b0)
			q <= 5'b00000;
		else if(enable == 1'b1)
		begin
		  if(q == 5'b11111)
			  q <= 5'b00000;
		  else
			  q <= q + 1'b1;
		end
   end
endmodule
module x_counter(clock,clock_1,reset_n,enable,signal,q);
	input clock,enable,reset_n,signal,clock_1;
	output reg[7:0] q;
	always@(posedge clock)
	begin
		if(reset_n == 1'b0)
			q <= 8'b00000000;
	end
	always@(negedge clock_1)
	   if(reset_n == 1'b1)
			begin
			if(signal == 1'b1)
				q <= q + 1'b1;
			else
				q <= q - 1'b1;
		end
endmodule
module y_counter(clock,clock_1,reset_n,enable,signal,q);
	input clock,enable,signal,reset_n,clock_1;
	output reg[7:0] q;
   always@(posedge clock)
	begin
		if(reset_n == 1'b0)
			q <= 8'b00111100;
	end
	always@(negedge clock_1)
	   if(reset_n == 1'b1)
			begin
			if(signal == 1'b1)
				q <= q + 1'b1;
			else
				q <= q - 1'b1;
		end
endmodule
module v_register(clock,reset_n,y,direction);
	input clock,reset_n;
	input [7:0] y;
	output reg direction;
	always@(posedge clock)
	begin
		if(reset_n == 1'b0)
			direction <= 1'b1;
		else
		begin
			if(direction == 1'b1)
			begin
				if(y + 1 > 8'b01110111)
					direction <= 1'b0;
				else
					direction <= 1'b1;
			   end
			else
			begin
				if(y == 8'b00000000)
					direction <= 1'b1;
				else
					direction <= 1'b0;
			end
		end
		end
endmodule
module h_register(clock,reset_n,x,direction);
	input clock,reset_n;
	input [7:0] x;
	output reg direction;
	always@(posedge clock)
	begin
		if(reset_n == 1'b0)
			direction <= 1'b1;
		else
		begin
			if(direction == 1'b1)
			begin
				if(x + 1 > 8'b10011111)
					direction <= 1'b0;
				else
					direction <= 1'b1;
			   end
			else
			begin
				if(x == 8'b00000000)
					direction <= 1'b1;
				else
					direction <= 1'b0;
			end
		end
		end
endmodule
module datapath1(x,y,colour,ld_c,clock,reset_n,enable,X,Y,Colour);
	input reset_n,enable,clock,ld_c;
	input [7:0] x,y;
	input [2:0] colour;
	output[7:0] X;
	output [7:0] Y;
	output [2:0] Colour;
	reg [7:0] x1,y1,co1;
	wire [1:0] c1,c2,c3;
	always @ (posedge clock) begin
        if (!reset_n) begin
            x1 <= 7'b0; 
            y1 <= 7'b0;
			co1 <= 3'b0;
        end
        else begin
                x1 <= x;
                y1 <= y;
				if(ld_c == 1)
					co1 <= colour;
        end
    end
	counter m1(clock,reset_n,enable,c1);
	rate_counter m2(clock,reset_n,enable,c2);
	assign enable_1 = (c2 == 2'b00) ? 1 : 0;
	counter m3(clock,reset_n,enable_1,c3);
	assign X = x1 + c1;
	assign Y = y1 + c3;
	assign Colour = co1;
endmodule
module datapath(enable,clock,ld_c,colour,reset_n,X,Y,colour_out);
	input enable,clock,reset_n,ld_c;
	input [2:0] colour;
	output[7:0] X,Y;
	output[2:0] colour_out;
	wire[19:0] c0;
	wire[3:0] c1;
	wire signal_x,signal_y;
	wire[7:0] x_in,y_in;
	wire[2:0] colour_1;
	delay_counter m1(clock,reset_n,enable,c0);
	assign enable_1 = (c0 ==  20'd0) ? 1 : 0;
	frame_counter m2(clock,reset_n,enable_1,c1);
	assign enable_2 = (c1 == 4'b1111) ? 1 : 0;
	x_counter m3(clock,enable_2,reset_n,enable_2,signal_x,x_in);
	y_counter m4(clock,enable_2,reset_n,enable_2,signal_y,y_in);
	v_register m5(clock,reset_n,y_in,signal_y);
	h_register m6(clock,reset_n,x_in,signal_x);
	assign colour_1 = (c1 == 4'b1111) ? 3'b000 : colour;
	datapath1 m7(x_in,y_in,colour_1,ld_c,clock,reset_n,enable,X,Y,colour_out);
endmodule
module control(clock,reset_n,go,enable,ld_c,plot);
	input clock,reset_n,go;
	output reg enable,ld_c,plot;	
	reg [3:0] current_state, next_state;
	localparam  S_LOAD_C       = 4'd0,
                S_LOAD_C_WAIT   = 4'd1,
					 S_CYCLE_0        = 4'd2;
	always@(*)
      begin: state_table 
            case (current_state)
                S_LOAD_C: next_state = go ? S_LOAD_C_WAIT : S_LOAD_C; 
                S_LOAD_C_WAIT: next_state = go ? S_LOAD_C_WAIT : S_CYCLE_0;  
                S_CYCLE_0: next_state = S_CYCLE_0;
            default:     next_state = S_LOAD_C;
        endcase
      end 
	always@(*)
      begin: enable_signals
        ld_c = 1'b0;
		  enable = 1'b0;
		  plot = 1'b0;
		  case(current_state)
				S_LOAD_C:begin
					end
				S_CYCLE_0:begin
				   ld_c = 1'b1;
					enable = 1'b1;
					plot = 1'b1;
					end
		  endcase
    end
	 always@(posedge clock)
      begin: state_FFs
        if(!reset_n)
            current_state <= S_LOAD_C;
        else
            current_state <= next_state;
      end 
endmodule
module try(clock,reset_n,go,colour,X,Y,Colour,plot);
	input clock,reset_n,go;
	input [2:0] colour;
	output plot;
	output [7:0] X,Y;
	output [2:0] Colour;
	wire ld_c,enable,plot;
	control m1(clock,reset_n,go,enable,ld_c,plot);
	datapath m2(enable,clock,ld_c,colour,reset_n,X,Y,Colour);
endmodule
==> flow_summary.json <==
{
  "tritoncts.num_buffers": 5,
  "buffers_inserted_by_post_cts_timing_repair": 0,
  "endpoint_kind": "output port",
  "antenna_found_initial": 0,
  "cpMaxStageDelayCell": "dfxtp_1",
  "dp_slack_ns": 1.852,
  "ys_top_cells_by_area": "dfxtp_1 (44%), buf_4 (4.9%), ha_1 (4.4%)",
  "outcome": "finished, final reports clean",
  "detailedRoute.firstIterationViolations": 24,
  "global_route.peak_usage_layer": "met2",
  "setup.reg_to_reg.worst_slack_ns": 1.87,
  "synth.largest_area_cell": "dfxtp_1",
  "setup_violations": 0,
  "cts_resized": 0,
  "cts-root-to-sink-buffers": 2,
  "core.rowCount": 33,
  "clock_insertion_delay_worst_skew_ns": 0.28,
  "core_region_area_sq_um": 8134,
  "worstMarginPinSlew_ns": 0.7104,
  "tritoncts": "done",
  "clk_pin_slew_ns": 0.07,
  "total_length_of_routed_wires_mm": 3.230,
  "final.setup.tns_ns": 0,
  "post_synth.cell_area_avg_sq_um": 8.957,
  "numClockSinks": 37,
  "num_ports": 26,
  "cap_violations": 0,
  "power.density_nw_per_um2": 330.5,
  "netlist_area_sq_um": 1693,
  "grt_max_degree": 17,
  "clock_tree.htree_level_count": 2,
  "antenna_violating_nets_remaining": 0,
  "synth_seq_share_pct": 43.75,
  "worstHoldPathType": "flip-flop to flip-flop",
  "ys_types": 35,
  "die.size.x_microns": 111,
  "diodes": 0,
  "gp_routability_congestion": 0.7021,
  "rsz0062_at_grt": "no",
  "setup_ws_ns": 1.814,
  "startpoint_type": "flip-flop",
  "track_usage_pct": 5.005,
  "critical_path_peak_fanout": 15,
  "warning_count": 26,
  "final_max_slew_viol_count": 0,
  "top_cell_area_share_pct": 43.75,
  "grt_util_met2_pct": 8.058,
  "yosys_warnings": 45,
  "avgViaCountPerCell": 4.230,
  "p_leak_uw": 0.0006909,
  "die_area_sq_um": 12320,
  "filler_instances": 858,
  "total_via_count_in_the_routed_design": 1307,
  "max-slew-margin-rel_pct": 52.36,
  "grt_use_met3_pct": 1.533,
  "ys.flops": 37,
  "synth_chip_area_sq_um": 1693,
  "hold_violations": 0,
  "max-vdd-ir-drop_v": 0.0001109,
  "use_met1_pct": 6.459,
  "cp.arrival_ns": 1.55,
  "path_class": "flip-flop to output port",
  "floorplan.core_util_pct": 20.81,
  "first_global_vias": 1184,
  "layout-drive-gt1-share_pct": 6.863,
  "count_of_mapped_cells_out_of_synthesis": 189,
  "critPathRequiredTime_ns": 3.36,
  "placed_wire_length_estimate_mm": 2.271,
  "io_buffer_count": 17,
  "clockRootBuffer": "clkbuf_8",
  "grt_first_pass_wirelength_mm": 5.471,
  "layout-area-overhead-vs-synth_pct": 19.07,
  "detail_route.wl_per_cell_microns": 10.45,
  "fp.dieH_microns": 111,
  "cts_hold_buf": 0,
  "grt-ovfl-total": 0,
  "dr.pass1.iters": 4,
  "yosys-stat-cells": 189,
  "finalCritPeriodShare_pct": 56.81,
  "cp_num_buf_inv": 1,
  "skew_ns": 0.003062,
  "path_cells": "clkdlybuf4s50_1",
  "max_clock_freq_ghz": 0.4191,
  "critPathMaxStageDelay_ns": 0.68,
  "worst_path_dominant_cell_family": "flip-flops",
  "post-route-drc-count": 0,
  "finalCriticalPeriod_ns": 2.386
}
==> path summary, 6_finish.rpt <==
path / from / endpoint / cells after the start
setup / recovery: m1.current_state[1] / plot / 1
hold / removal: m1.current_state[0] / m1.current_state[0] / 2
setup reg to reg: m2.m1.q[4] / m2.m1.q[17] / 4
hold reg to reg: m1.current_state[0] / m1.current_state[0] / 2
==> cells in the mapped netlist, drive strengths merged <==
cell / n
a211oi: 1
a21oi: 13
and2: 1
and4bb: 1
buf: 13
clkbuf: 4
clkinv: 1
conb: 1
dfxtp: 37
ha: 6
inv: 9
mux2i: 2
nand2: 16
nand2b: 1
nand3: 13
nand4: 2
nor2: 14
nor3: 4
nor4: 2
nor4b: 2
o211a: 1
o21ai: 6
o31a: 1
o31ai: 9
or2: 2
or3: 4
or4: 9
or4b: 3
xnor2: 5
xor2: 6
==> registers in the layout (all words and copies together) (netlist names) <==
register,flops
m2.m7.co1,3
m2.m7.y1,1
m1.current_state,3
m2.m7.m1.q,2
m2.m7.m2.q,2
m2.m7.m3.q,2
m2.m2.q,4
m2.m1.q,20
==> cells by family after synthesis <==
kind of cell	share of synthesized area, %
AND-OR/OR-AND	11.46
XOR/XNOR	5.691
adder cells (fa/ha/maj)	4.434
buffers and inverters	8.499
flip-flops	43.75
multiplexers	1.183
other	0.2215
AND/OR/NAND/NOR	24.76
==> layer usage <==
metal | part of all wire (%) | vias up | routed length (microns)
li1 | - | 675 | -
met1 | 49 | 605 | 1577
met2 | 44 | 23 | 1417
met3 | 5.3 | 4 | 172
met4 | 2.0 | 0 | 63
met5 | 0 | - | 0
==> where the power goes <==
group,switching (uW),leakage [uW],total (uW),internal [uW]
logic,15.0,0.000337,32.7,17.7
registers,5.89,0.000300,363,357
clock network,122,0.0000542,271,148
==> layout by cell type, fill, tap and decap left out, types with 2 or more instances in the layout <==
cell,instances
or3_1,4
o31ai_1,8
dfxtp_1,37
inv_1,9
ha_1,6
nand4_1,2
a21oi_1,13
clkdlybuf4s50_1,17
mux2i_1,2
nand3_1,13
or4_1,8
or2_2,2
or4b_1,3
nand2_1,16
o21ai_0,6
nor4b_1,2
xnor2_1,5
clkbuf_8,7
xor2_1,6
nor3_1,4
conb_1,8
nor2_1,14
==> layout make-up <==
cell class,instances,area (sq um),area share (%)
clock buffers,7,96.34,4.780
clock inverters,1,5.005,0.2483
inverters,10,37.54,1.862
multi-input cells,132,834.6,41.40
flip-flops and latches,37,740.7,36.75
well taps,105,131.4,6.518
repair buffers,17,170.2,8.442
==> stage by stage <==
step / total power [uW] / util (%) / cells / hold slack, ns / area [sq um]
floorplan: 392.0 / - / 196 / 0.4265 / 1719
global placement: 404.0 / 23.53 / 301 / 0.4422 / 1914
detailed placement: 404.5 / 23.53 / 301 / 0.4545 / 1914
CTS: 675.5 / 24.78 / 309 / 0.4668 / 2016
global route: 694.3 / 24.78 / 309 / 0.4870 / 2016
finish: 666.1 / 24.78 / 309 / 0.4603 / 2016
Power figures rest on the tool's default switching activity, not on a simulated workload.
